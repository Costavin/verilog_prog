<file path="design/flow/run.sh">
#!/bin/bash
# OpenROAD 26Q1-2900-gdf79404cd8, Yosys 0.63+post, stock flow scripts
make -C /OpenROAD-flow-scripts/flow DESIGN_CONFIG=/design/flow/config.mk WORK_HOME=/design/flow/orfs finish
</file>
<file path="design/flow/config.mk">
export PLATFORM = sky130hd
export DESIGN_NAME = wishbone_slave
export DESIGN_NICKNAME = wishbone_slave
export VERILOG_FILES = /design/flow/design.v
export SDC_FILE = /design/flow/constraint.sdc
export NUM_CORES = 4
export LEC_CHECK = 1
export CORE_AREA = 10 10 70 70
export DIE_AREA = 0 0 80 80
export SYNTH_HDL_FRONTEND = slang
</file>
<file path="design/flow/design.v">
module wishbone_slave(clk_i,
	adr_i,dat_i,cyc_i,stb_i,we_i,
	dat_o,stall_o,ack_o,led_o);
input	wire		clk_i,we_i,stb_i,cyc_i;
input	wire	[31:0]	dat_i;
input	wire		adr_i;
output	reg		ack_o;
output	wire		stall_o;
output	wire	[31:0]	dat_o;
output	reg	[7:0]	led_o;
	reg	[3:0]	state;
	wire		busy;
initial ack_o = 1'b0;
initial state = 0;
assign stall_o = (busy)&&(we_i);
assign busy = (state != 0);
assign dat_o = {28'h0, state};
always @(posedge clk_i)
	if ((stb_i)&&(!stall_o)&&(we_i))
		state <= 4'h1;
	else if (state >= 4'hf)
		state <= 4'h0;
	else if (state != 0)
		state <= state + 1'b1;
always @(posedge clk_i)
	case(state)
	4'h1: led_o <= 8'h01;
	4'h2: led_o <= 8'h02;
	4'h3: led_o <= 8'h04;
	4'h4: led_o <= 8'h08;
	4'h5: led_o <= 8'h10;
	4'h6: led_o <= 8'h20;
	4'h7: led_o <= 8'h40;
	4'h8: led_o <= 8'h80;
	4'h9: led_o <= 8'h40;
	4'ha: led_o <= 8'h20;
	4'hb: led_o <= 8'h10;
	4'hc: led_o <= 8'h08;
	4'hd: led_o <= 8'h04;
	4'he: led_o <= 8'h02;
	4'hf: led_o <= 8'h01;
	default: led_o <= 8'h00;
	endcase
always @(posedge clk_i)	
	ack_o <= (stb_i)&&(!stall_o);
wire	[33:0]	unused;
assign	unused = {cyc_i,adr_i,dat_i};
endmodule
</file>
<file path="design/flow/constraint.sdc">
current_design wishbone_slave

set clk_period 2.2
set clk_io_pct 0.2

create_clock -name clk0 -period $clk_period [get_ports {clk_i}]

set non_clock_inputs [all_inputs -no_clocks]
set_input_delay [expr $clk_period * $clk_io_pct] -clock clk0 $non_clock_inputs
set_output_delay [expr $clk_period * $clk_io_pct] -clock clk0 [all_outputs]
</file>
==> results_dict.tcl <==
# metrics dict for downstream scripts
set metrics [dict create \
    vdd_drop_max_mv 0.314 \
    synthDominantAreaCellType "dfxtp_1" \
    critical_path_class "reg -> out" \
    floorplan.core_util 0.226 \
    dp_hpwl_um 1200 \
    ant_nets 0 \
    synth_cells 88 \
    synthArstFlopShare 0 \
    hp-start "state[0]" \
    synth-simple-area-share 0.154 \
    final_layout_size_suffix_gt1_frac 0.168 \
    required_ns 1.76 \
    final.setup_skew_ns 0.0136 \
    io_pins 79 \
    num_antenna_cells 0 \
    grt_pass1_wl_um 2500 \
    cp_cell_sequence "inv_2 > ha_4 > or3b_4 > and2_4 > dlymetal6s2s_1" \
    grt_pass1_vias 593 \
    ys_cells 88 \
    cts.sinks 13 \
    post-route-min-period_ns 1.90 \
    fin_setup_tns_ns 0 \
    via_count 530 \
    post_drt_via_cell_ratio 3.33 \
    fill_cells 363 \
    synth.most_common_cell "buf_4" \
    slew_violations 0 \
    drtPass1Iterations 4 \
    path_max_fanout 2 \
    clk_latency_ns 0.27 \
    critical_path.endpoint_type "output port" \
    grt_util_all_layers 0.0459 \
    synthAoiAreaFrac 0.0373 \
    rows 21 \
    comb_area_um2 378 \
    clkSlewWorstSetupHoldPaths_ns 0.08 \
    cp_data_arrival_time_ns 1.46 \
    p_per_area_nw_per_um2 1250 \
    hold-worst-slack_ns 0.604 \
    netlist_area_um2 772 \
    max-cap-violations 0 \
    h-tree-depth 1 \
    ctsHoldBuffers 0 \
    final-hold-violation-count 0 \
    ys_area_um2 772 \
    ys.flop_type "dfxtp_1" \
    clock_path_buffers 2 \
    chip_area_um2 6400 \
    postLayoutCoreUtil 0.284 \
    rsz0062_at_grt "false" \
    gp_congestion 0.773 \
    io_buffers 16 \
    setup_viol_count_final 0 \
    grt_max_degree 14 \
    netlist_top_cells_area "dfxtp_1, buf_4, ha_1, nand2_1, inv_1" \
    die_w_um 80 \
    die_h_um 80 \
    mux_area_frac 0.0259 \
    top_cell_area_share 0.337 \
    synthXorXnorAreaFrac 0.0227 \
    start_kind "flop" \
    areaGrowthSynthToFinish_pct 25.6 \
    synth_area_per_cell_um2 8.77 \
    grt.overflow.total 0 \
    synth_cell_type_count 21 \
    worst_path_largest_cell_delay_ns 0.38 \
    edf_count 0 \
    fp.coreArea_um2 3420 \
    clock-root-buffer "clkbuf_4" \
    drc 0 \
    synth.cells.most_frequent "buf_4, dfxtp_1, nand2_1, ha_1, inv_1" \
    leakage_nw 0.472 \
    synth_seq_share 0.337 \
    seqCellArea_um2 263 \
    cts_tree "yes" \
    hp-class "reg -> reg" \
    antenna_found_initial 0 \
    fa_ha_area_frac 0.0972 \
    numSynthFlops 13 \
    worst_path_max_delay_cell "or3b_4" \
    tool_warnings 63 \
    status "complete, no violations" \
    drt_iter0_drc 34 \
    wl_um 1500 \
    startpoint "state[1]" \
    drt-wirelength-per-cell_um 9.40 \
    ys_top_logic_family "buffers and inverters" \
    yosys_warnings 0 \
    timing.final.crit_share 0.865 \
    numCtsBuffers 3 \
    fmax_mhz 525 \
    reg2reg_from "state[1]" \
]
## power by group
part           internal, mW  switching [mW]  leakage [nW]
registers             0.348          0.0353         0.108
clock network        0.0702          0.0729        0.0150
logic                 0.408           0.279         0.349
total                 0.826           0.387         0.472
## path summary, 6_finish.rpt
| kind | to | slack (ns) | cells after the start |
|---|---|---|---|
| worst max-delay path | stall_o | 0.30 | 5 |
| worst min-delay path | state[0] | 0.60 | 2 |
| worst max register to register | state[0] | 0.74 | 6 |
| worst min register to register | state[0] | 0.60 | 2 |
## stage by stage
step           area, um^2  total power, mW  instances  setup slack (ns)
2_1_floorplan         873            0.716        115             0.589
3_3_place_gp          896            0.994        151             0.153
3_5_place_dp          896             1.00        151             0.164
4_1_cts               967             1.23        159           0.00236
5_1_grt               970             1.36        159             0.218
6_report              970             1.21        159             0.296
## metal layers
layer / vias to the layer above / global-route usage / part of all wire
li1: 269 / - / -
met1: 226 / 0.0560 / 0.41
met3: 2 / 0.0239 / 0.14
met2: 33 / 0.0706 / 0.43
met5: - / 0 / 0
met4: 0 / 0.00880 / 0.021
## kinds of logic (layout without fill, tap and decap cells)
family | Yosys count | count (layout)
simple gates | 23 | 23
buf+inv | 36 | 34
fa+ha+maj | 6 | 6
flops | 13 | 13
compound gates | 5 | 5
mux | 2 | 2
xor+xnor | 2 | 2
other cells | 1 | 28
## registers in the layout (all words and copies together) (netlist names)
register  count
state         4
led_o         8
ack_o         1
## critical path: cells and delay by family, from the launching register on
kind	cells	cell delay [ns]
flops	1	0.33
buf+inv	2	0.19
fa+ha+maj	1	0.13
simple gates	2	0.53
## layout by cell type, fill, tap and decap left out, types with 3 or more instances in the layout
cell / Yosys / layout
buf_4: 28 / 8
clkbuf_4: 0 / 3
clkdlybuf4s50_1: 0 / 15
conb_1: 1 / 28
dfxtp_1: 13 / 11
ha_1: 6 / 5
inv_1: 6 / 4
nand2_1: 9 / 9
nand3_1: 3 / 3
nor2_1: 4 / 4
o21ai_0: 3 / 3
## layout make-up
type	instances	area share
multi-input combinational	66	0.390
clock buffer	4	0.0271
tap	46	0.0594
inverter	6	0.0232
sequential	13	0.271
timing repair buffer	24	0.230
## repair_timing
item                                    CTS  global route
endpoints found under the setup margin    1             1
cloned                                    0             0
resized                                   6             1
setup buffers                             4             0
pin swaps                                 2             0
No activity file was given, so power comes from the tool's default toggle rates.
