<file path="/design/flow/design.v">
`default_nettype none
module helloworld(clk,
                uart);
        parameter       CLOCK_RATE_HZ = 300_000;
	parameter       BAUD_RATE = 115_200;  
        parameter       INITIAL_UART_SETUP = (CLOCK_RATE_HZ/BAUD_RATE);
uart_tx	#(.CLOCKS_PER_BAUD(INITIAL_UART_SETUP))
	dut(.clk_i(clk), .wr_i(wrtx), .dat_i(datatx),
	.busy_o(busytx), .uart_tx_o(uart));
input	wire	 	clk;
	reg		wrtx;
	reg	[7:0]	datatx;
	wire		busytx;
output	reg		uart;
	reg	[3:0]	state_tx;
	reg	[23:0]	hz_counter;
	reg		restart_tx;
initial state_tx = 0;
initial restart_tx = 0;
initial hz_counter = 24'h16;
initial wrtx = 0;
always @(posedge clk)
	if ((wrtx)&&!(busytx))
		state_tx <= state_tx + 4'h1;
always @(posedge clk)
	case(state_tx)
	4'h0: datatx <= "H";
	4'h1: datatx <= "e";
	4'h2: datatx <= "l";
	4'h3: datatx <= "l";
	4'h4: datatx <= "o";
	4'h5: datatx <= ",";
	4'h6: datatx <= " ";
	4'h7: datatx <= "w";
	4'h8: datatx <= "o";
	4'h9: datatx <= "r";
	4'ha: datatx <= "l";
	4'hb: datatx <= "d";
	4'hc: datatx <= "!";
	4'hd: datatx <= "\t";
	4'he: datatx <= "\r";
	4'hf: datatx <= "\n";
	endcase
always @(posedge clk)
	if (!restart_tx)
		wrtx <= 1'b1;
	else if ((wrtx)&&(!busytx)&&(state_tx == 4'hf))	 
		wrtx <= 1'b0;
always @(posedge clk)
	if (hz_counter == 0)
		hz_counter <= CLOCK_RATE_HZ - 1'b1;
	else
		hz_counter <= hz_counter - 1'b1;
always @(posedge clk)
	restart_tx <= (hz_counter == 1);
endmodule
`default_nettype none
module uart_tx(clk_i, dat_i, wr_i, busy_o, uart_tx_o);
parameter       [31:0]  CLOCKS_PER_BAUD = 32'd868;  
input	wire		clk_i,wr_i;
input	wire	[7:0]	dat_i;
output	wire		uart_tx_o;
output	reg		busy_o;
	reg 	[3:0]	state;
	reg	[8:0]	copy_data;
	reg	[31:0]	counter;
	reg		baud_stb;
localparam IDLE=4'hf, START=4'h0, LAST=4'h8;
initial busy_o = 1'b0;
initial state = IDLE;
initial copy_data = 9'h1ff;  
always @(posedge clk_i)
	if ((wr_i) && !busy_o)  
		{busy_o, state} <= {1'b1, START};
	else if (baud_stb) begin	 
		if (state == IDLE)		 
			{busy_o, state} <= {1'b0, IDLE};
		else if (state < LAST) begin	 
			busy_o <= 1'b1;
			state <= state + 1'b1;
		end else		 
			{busy_o, state} <= {1'b1, IDLE};
	end
always @(posedge clk_i)
	if ((wr_i)&&!busy_o)	 
		copy_data <= {dat_i,1'b0};
	else if (baud_stb)	 
		copy_data <= {1'b1,copy_data[8:1]};
	else if ((state == IDLE)||(state>=4'h9))  
		copy_data <= 9'h1ff;
initial baud_stb = 1'b1;
initial counter = 0;
always @(posedge clk_i)
	if ((wr_i)&&(!busy_o)) begin
		counter <= CLOCKS_PER_BAUD - 1'b1;
		baud_stb <= 1'b0;
	end
	else if (!baud_stb) begin
		baud_stb <= (counter == 1);
		counter  <= counter - 1'b1;
	end	
	else if (state != IDLE)	begin
                counter <= CLOCKS_PER_BAUD - 1'b1;
		baud_stb <= 1'b0;
	end
assign uart_tx_o = copy_data[0];
endmodule
</file>
<file path="/design/flow/run.sh">
#!/bin/bash
# OpenROAD 26Q1-2900-gdf79404cd8, Yosys 0.63+post, stock flow scripts
make -C /OpenROAD-flow-scripts/flow DESIGN_CONFIG=/design/flow/config.mk WORK_HOME=/design/flow/orfs finish
</file>
<file path="/design/flow/config.mk">
export PLATFORM = sky130hd
export DESIGN_NAME = helloworld
export DESIGN_NICKNAME = helloworld
export VERILOG_FILES = /design/flow/design.v
export SDC_FILE = /design/flow/constraint.sdc
export NUM_CORES = 4
export LEC_CHECK = 1
export CORE_UTILIZATION = 40
export SYNTH_HDL_FRONTEND = slang
</file>
<file path="/design/flow/constraint.sdc">
current_design helloworld

set clk_period 5.0
set clk_io_pct 0.2

create_clock -name clk0 -period $clk_period [get_ports {clk}]

set non_clock_inputs [all_inputs -no_clocks]
set_input_delay [expr $clk_period * $clk_io_pct] -clock clk0 $non_clock_inputs
set_output_delay [expr $clk_period * $clk_io_pct] -clock clk0 [all_outputs]
</file>
==> load_flow_metrics.sql <==
-- load yosys + openroad results
INSERT INTO impl_metrics (metric_group, metric, value, unit) VALUES
('outcome', 'status', 'finished, final reports clean', ''),
('synth', 'syn_avg_cell_area', '9.339', 'µm²'),
('global_route', 'antenna_found_initial', '0', ''),
('clock_tree', 'cts_tree', 'built', ''),
('placement', 'gp_congestion', '0.7622', ''),
('placement', 'dp_hpwl', '4315', 'µm'),
('flow_run', 'warnings', '35', ''),
('global_route', 'grt.overflow.total', '0', ''),
('synth', 'total_cells_reported_by_yosys_after_synthesis', '407', ''),
('pwr', 'vdd_ir_drop_max', '169.9', 'µV'),
('global_route', 'global_route_wire_length_before_repair', '11620', 'µm'),
('worst_setup_path', 'crit_cells', '7', ''),
('worst_setup_path', 'crit_path_max_fanout', '8', ''),
('synth', 'yosys.stat.chipArea', '0.003801', 'mm²'),
('finish', 'layout.filler_cells', '859', ''),
('routing', 'post_drt_wl_per_cell', '12.22', 'µm'),
('routing', 'vias', '2742', ''),
('floorplan', 'io_pins', '2', ''),
('clock_tree', 'tritoncts.num_buffers', '9', ''),
('placement', 'io_buffers', '1', ''),
('timing', 'max_freq', '444.4', 'MHz'),
('timing', 'fin_hold_ws', '0.3711', 'ns'),
('clock_tree', 'post_cts.resized_instances', '0', ''),
('worst_setup_path', 'ff2ff_setup_slack', '2.75', 'ns'),
('worst_setup_path', 'critical_path_required', '5.27', 'ns'),
('worst_setup_path', 'worstSetupStartpointType', 'flop', ''),
('worst_setup_path', 'slowest_delay', '0.43', 'ns'),
('routing', 'detail_route.drc_violations', '0', ''),
('floorplan', 'floorplan.die_area', '0.009896', 'mm²'),
('clock_tree', 'post-cts-setup-buffers', '0', ''),
('worst_hold_path', 'worstHoldStart', 'restart_tx', ''),
('synth', 'synth.ff_latch_count', '84', ''),
('worst_hold_path', 'min-delay-path-class', 'reg -> reg', ''),
('global_route', 'grt_use_total', '0.1465', ''),
('pwr', 'total_switching_power', '240.2', 'µW'),
('synth', 'mappedNetlistArea', '0.003801', 'mm²'),
('timing', 'transition_time_of_the_tightest_slew_check_pin', '0.6999', 'ns'),
('routing', 'antennaDiodeCount', '0', ''),
('pwr', 'power.leakage', '0.001488', 'µW'),
('timing', 'finalSetupViolCount', '0', ''),
('timing', 'final_period_minus_worst_setup_slack', '2.250', 'ns'),
('floorplan', 'die.size.y', '99.48', 'µm'),
('worst_setup_path', 'slowest_stage', 'sky130_fd_sc_hd__or4_1', ''),
('pwr', 'power-per-cell-area', '300.8', 'mW/mm²'),
('pwr', 'share_clk_of_total_power', '0.457', ''),
('routing', 'detail_route.first_pass.iterations', '4', ''),
('floorplan', 'die_w', '99.48', 'µm'),
('worst_setup_path', 'r2r_start', 'dut.counter[0]', ''),
('finish', 'layout.area.comb', '0.001861', 'mm²'),
('finish', 'fin_util', '0.4513', ''),
('timing', 'timing_hold_violations_final', '0', ''),
('worst_setup_path', 'cp-end-kind', 'flop', ''),
('synth', 'ys_seq_share', '0.4740', ''),
('pwr', 'p_seq_frac', '0.543', ''),
('routing', 'antenna_violating_nets_post_route', '0', ''),
('floorplan', 'fp.coreArea', '0.009240', 'mm²'),
('routing', 'viasPerCell', '5.078', ''),
('timing', 'fin_crit_sh', '0.4500', ''),
('synth', 'asyncSetResetFlopFracSynth', '0', ''),
('clock_tree', 'clkSinkCount', '84', ''),
('clock_tree', 'cts_clk_pin_slew_worst_paths', '0.08', 'ns'),
('synth', 'synthesis.instances', '407', ''),
('worst_setup_path', 'path_cells', 'inv_1 -> ha_1 -> nor4b_1 -> nand4_1 -> or2_1 -> or4_1 -> a21oi_1', ''),
('flow_run', 'cap_violations', '0', ''),
('pwr', 'switching_fraction', '0.1914', ''),
('worst_setup_path', 'path_class', 'reg -> reg', ''),
('synth', 'enable_flop_cells', '12', ''),
('clock_tree', 'clockRootBuffer', 'sky130_fd_sc_hd__clkbuf_8', ''),
('finish', 'syn2layout_area_growth', '9.710', '%'),
('worst_hold_path', 'hold_depth', '1', ''),
('floorplan', 'fraction_of_the_core_area_occupied_by_cells_at_floorplan', '0.4114', '');
## cell usage after synthesis (all sizes together), types with 6 or more instances
cell type	number	area, µm²
dfxtp	72	1441
nor2	46	172.7
nand2	38	142.6
inv	19	71.32
xnor2	18	157.7
a21oi	17	85.08
ha	16	200.2
nor3	16	80.08
nor4	13	100.1
clkbuf	12	46.29
edfxtp	12	360.4
o211ai	10	75.07
or3	10	63.81
a31oi	9	56.30
nand3	9	45.04
o41ai	9	78.83
or4	9	72.57
xor2	9	78.83
o21ai	8	40.04
or2	7	46.30
nand4	6	37.54
## kinds of logic (layout without fill, tap and decap cells)
kind of cell,count (synthesis),in the layout,share of synthesized area
AOI/OAI and AO/OA,63,63,0.1090
xor gates and xnor gates,27,27,0.06221
adders and majority gates,16,16,0.05267
buffers and inverters,36,40,0.03654
DFF,84,84,0.4740
muxes,10,10,0.03094
and+or+nand+nor,171,171,0.2347
## area by class of cell
class | count | area share
Tap cell | 129 | 0.03870
Clock buffer | 10 | 0.03060
Timing Repair Buffer | 4 | 0.007801
Multi-Input combinational cell | 287 | 0.4461
Inverter | 20 | 0.01800
Clock inverter | 6 | 0.02670
Sequential cell | 84 | 0.4320
## sequential cells by signal, indices dropped and copies added (netlist names)
| signal | flops |
|---|---|
| dut.copy_data | 9 |
| dut.baud_stb | 1 |
| wrtx | 1 |
| dut.counter | 32 |
| datatx | 7 |
| dut.busy_o | 1 |
| hz_counter | 24 |
| dut.state | 4 |
| restart_tx | 1 |
| state_tx | 4 |
## placed cells by master, fill, tap and decap left out, types with 12 or more instances in the layout
master,instances
sky130_fd_sc_hd__a21oi_1,17
sky130_fd_sc_hd__ha_1,16
sky130_fd_sc_hd__dfxtp_1,72
sky130_fd_sc_hd__nor2_1,46
sky130_fd_sc_hd__nor3_1,16
sky130_fd_sc_hd__edfxtp_1,12
sky130_fd_sc_hd__nand2_1,38
sky130_fd_sc_hd__inv_1,19
sky130_fd_sc_hd__xnor2_1,18
## through the flow
| step | cells | setup slack, ns | cell area [µm²] |
|---|---|---|---|
| 6_report | 540 | 2.750 | 4170 |
| 3_5_place_dp | 524 | 2.757 | 3931 |
| 2_1_floorplan | 407 | 2.940 | 3801 |
| 4_1_cts | 540 | 2.740 | 4170 |
| 5_1_grt | 540 | 2.478 | 4170 |
| 3_3_place_gp | 524 | 2.812 | 3931 |
## worst max-delay path by stage
| stage | startpoint | end | slack [ns] |
|---|---|---|---|
| after global routing | dut.counter[0] | dut.counter[26] | 2.48 |
| final | dut.counter[0] | dut.counter[26] | 2.75 |
| after CTS | dut.counter[8] | dut.counter[29] | 2.74 |
## layer usage
layer	vias up	GRT usage	wire, µm
met4	0	0.01697	48
met1	1274	0.2218	3455
li1	1451	-	-
met2	13	0.2318	2956
met5	-	0	0
met3	4	0.03074	139
## power by group through the flow
stage / Combinational [µW] / Sequential [µW] / Clock [µW]
after CTS: 0.000652 / 681 / 590
after global routing: 0.000652 / 682 / 617
final: 0.000652 / 681 / 573
## worst register-to-register path: stages, from the launching register on
cell and delay, ns:
sky130_fd_sc_hd__dfxtp_1 0.34, sky130_fd_sc_hd__inv_1 0.10, sky130_fd_sc_hd__ha_1 0.17, sky130_fd_sc_hd__nor4b_1 0.31, sky130_fd_sc_hd__nand4_1 0.30, sky130_fd_sc_hd__or2_1 0.40, sky130_fd_sc_hd__or4_1 0.43, sky130_fd_sc_hd__a21oi_1 0.14
No activity file was given, so power comes from the tool's default toggle rates.
