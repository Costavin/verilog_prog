==> design.v <==
`timescale 1ns / 1ps
module mux3 #(parameter WLOG = 5, WWIDTH = 8) (a, sel, out, out_neg);
	input [(1<<WLOG) -1:0][WWIDTH-1:0] a;
	input [WLOG-1:0] sel;
	output reg [WWIDTH-1:0] out;
	output wire [WWIDTH-1:0] out_neg;
	always @(*)	begin
		out = a[sel];
	end
	assign out_neg=~out;
endmodule
==> run.sh <==
#!/bin/bash
# OpenROAD 26Q1-2900-gdf79404cd8, Yosys 0.63+post, stock flow scripts
make -C /OpenROAD-flow-scripts/flow DESIGN_CONFIG=/design/flow/config.mk WORK_HOME=/design/flow/orfs finish
==> config.mk <==
export PLATFORM = sky130hd
export DESIGN_NAME = mux3
export DESIGN_NICKNAME = mux3
export VERILOG_FILES = /design/flow/design.v
export SDC_FILE = /design/flow/constraint.sdc
export NUM_CORES = 4
export LEC_CHECK = 1
export CORE_AREA = 10 10 133 133
export DIE_AREA = 0 0 143 143
export SYNTH_HDL_FRONTEND = slang
==> constraint.sdc <==
current_design mux3

set clk_period 4.0
set clk_io_pct 0.2

create_clock -name clk0 -period $clk_period

set non_clock_inputs [all_inputs -no_clocks]
set_input_delay [expr $clk_period * $clk_io_pct] -clock clk0 $non_clock_inputs
set_output_delay [expr $clk_period * $clk_io_pct] -clock clk0 [all_outputs]
==> impl_metrics.json <==
{
  "routed_via_density": 4.35,
  "cts_setup_buffers": 0,
  "fp_util_pct": 14.4,
  "wl_mm": 13.7,
  "pin_count": 277,
  "flops": 0,
  "ys_area_um2": 2110,
  "netlist_instances": 116,
  "grt_max_degree": 40,
  "first_global_vias": 3048,
  "drive_above_1_share_pct": 25.5,
  "ys_seq_share_pct": 0,
  "num_rows": 44,
  "area.sequential_um2": 0,
  "ant_nets": 0,
  "antenna-diode-count": 0,
  "fmax_ghz": 0.263,
  "crit_path_cell_trace": "buf_4, buf_4, mux4_1, mux4_2, mux2i_1, clkdlybuf4s50_1",
  "drc": 0,
  "dp_cells": 568,
  "hold_path.startpoint": "sel[2]",
  "critPathLaunchType": "input port",
  "area_growth_pct": 142,
  "ir_drop_v": 0.0000480,
  "arrival_ns": 3.01,
  "slowest_stage": "mux4_1",
  "rsz0062_at_grt": "no",
  "cp_num_buf_inv": 3,
  "yosysCellCount": 116,
  "worstPathMaxFanout": 9,
  "core_um2": 14700,
  "warning_count": 32,
  "gp_congestion": 0.815,
  "end_kind": "primary output",
  "layout_top_cell": "clkdlybuf4s50_1",
  "hold_viol": 0,
  "crit_type": "input port to primary output",
  "hold_depth": 5,
  "drtPass1Iterations": 6,
  "path_delay_family": "multiplexers",
  "grt_pass1_wl_mm": 19.7,
  "drtIter0Drc": 63,
  "total_power_mw": 0.575,
  "antenna_found_initial": 0,
  "comb_area_um2": 1980,
  "cp_common_cell": "buf_4",
  "drv_cap": 0,
  "grt_util_all_layers_pct": 13.2,
  "cts-hold-fix-buffers": 0,
  "p_leak_nw": 1.76,
  "tns_ns": 0,
  "avgRoutedWirePerCell_um": 24.2,
  "power-per-cell-area_nw_per_um2": 112,
  "die_x_um": 143,
  "pre_cts_slack_ns": 0.160,
  "holdPathEnd": "out_neg[6]",
  "critical-path-max-stage-delay_ns": 0.55,
  "instances_no_fill": 568,
  "dp.final_hpwl_mm": 12.9,
  "synth_area_per_cell_um2": 18.2,
  "die_area_um2": 20400,
  "grt_overflow": 0,
  "vias": 2468,
  "status": "finished clean",
  "drv_slew": 0,
  "finalCriticalPeriod_ns": 3.81,
  "clock_buffers": 0,
  "worst_slack_ns": 0.193,
  "required_ns": 3.20,
  "setup_viol": 0,
  "hold_path.class": "input port to primary output",
  "die_y_um": 143,
  "yosys_warnings": 0,
  "tightest_slew_ns": 0.235,
  "fillers": 1375,
  "synth_cell_types": 8,
  "finalCritPeriodShare_pct": 95.2,
  "io_buffer_count": 277,
  "postCtsResizedCells": 0,
  "syn_area_um2": 2110,
  "slew_headroom_pct": 83.9,
  "mostFrequentLayoutCells": "clkdlybuf4s50_1, mux4_2, mux2_2, mux2i_1, buf_4"
}
==> report_power, final <==
group	switching, mW	internal, mW
combinational	0.142	0.433
clock	0	0
sequential	0	0
total	0.142	0.433
==> cell usage after synthesis (all sizes together) <==
master,n,share of area (%)
buf,14,5.1
mux2i,8,3.8
clkbuf,6,1.1
mux4,80,86
mux2,8,4.3
==> cell families after synthesis <==
family / Yosys count / share of synthesized area [%]
buf+inv: 20 / 6.16
mux: 96 / 93.8
==> stage by stage <==
step	hold slack (ns)	cell area [um^2]	utilization, %
2_1_floorplan	1.98	2110	-
3_3_place_gp	2.77	5110	34.8
3_5_place_dp	2.76	5110	34.8
4_1_cts	2.76	5110	34.8
5_1_grt	2.81	5110	34.8
6_report	2.74	5110	34.8
==> worst max-delay path by stage <==
stage	startpoint	end	slack [ns]	cells after the start
after CTS	sel[1]	out_neg[2]	0.16	6
after global routing	sel[1]	out_neg[0]	0.1	6
final	sel[1]	out_neg[0]	0.19	6
==> layout make-up <==
class              instances  area share [%]
well taps                184            4.50
repair buffers           288            56.7
multi-input cells         96            38.8
==> per-layer routing <==
layer  track usage [%]  routed length [um]
met3              5.45                1430
met1              15.5                4880
met2              23.4                7420
met5                 0                   0
met4                 0                   0
Power figures rest on the tool's default switching activity, not on a simulated workload.
